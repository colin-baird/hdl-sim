--- design/flow/config.mk ---
export PLATFORM = sky130hd
export DESIGN_NAME = counter
export DESIGN_NICKNAME = counter
export VERILOG_FILES = /design/flow/design.v
export SDC_FILE = /design/flow/constraint.sdc
export NUM_CORES = 4
export LEC_CHECK = 1
export CORE_AREA = 10 10 70 70
export DIE_AREA = 0 0 80 80
--- design/flow/design.v ---
module counter (
    input clk,
    input rst,
    input [7:0] load_val,
    output [7:0] count
);
    reg [7:0] count_reg;
    assign count = count_reg;
    always @(posedge clk) count_reg <= rst ? 8'd0 : count_reg + 8'd1;
endmodule
--- design/flow/constraint.sdc ---
current_design counter

set clk_period 1.8
set clk_io_pct 0.2

create_clock -name clk0 -period $clk_period [get_ports {clk}]

set non_clock_inputs [all_inputs -no_clocks]
set_input_delay [expr $clk_period * $clk_io_pct] -clock clk0 $non_clock_inputs
set_output_delay [expr $clk_period * $clk_io_pct] -clock clk0 [all_outputs]
--- design/flow/run.sh ---
#!/bin/bash
# OpenROAD 26Q1-2900-gdf79404cd8, Yosys 0.63+post, stock flow scripts
make -C /OpenROAD-flow-scripts/flow DESIGN_CONFIG=/design/flow/config.mk WORK_HOME=/design/flow/orfs finish
==> Changelog: implementation <==
### Metrics

* Outcome: finished, final reports clean
* Maximum clock rate at 0.6535 GHz
* Worst-Margin Slew at 0.2913 ns
* Share of the synthesized area in the top cell type at 52.67%
* Routed vias/inst at 3.056
* Final routed wirelength across all metal layers at 789 um
* Max-slew headroom at the worst pin at 80.52%
* Post-placement cell area at 447.9 um^2
* Number of endpoints with negative hold slack in the final report at 0
* Flip-flop count of the largest register after layout at 8
* Tool warnings at 33
* Clock period minus final worst setup slack at 1.530 ns
* Die boundary height at 80 um
* Clock sink count at 8
* Crit path buffers/inverters at 1
* Cell area power density at 732.3 mW/mm^2
* Floorplan die area at 0.006400 mm^2
* Launch point of the critical path: count_reg[4]
* Vias in the first global route at 300
* Grt total ovfl at 0
* Total iterations of the first detailed-routing run at 3
* CTS resizes at 0
* Routability congestion estimate from global placement at 0.6729
* Final cell area excluding filler cells at 470.5 um^2
* Kind of capture point of the worst setup path: primary output
* Largest incremental delay on the critical path at 0.50 ns
* TritonCTS clock tree: built
* Die span in x at 80 um
* Wire length of the first global-routing pass at 1373 um
* H-tree Lvls at 1
* Global router's overall resource usage at 2.766%
* Class of the tightest hold or removal check: flip-flop to flip-flop
* Hold_ws at 0.4736 ns
* Hold-fix buffers at CTS at 0
* Post-synthesis cell type with the largest combined area: dfxtp_1
* Fraction of layout cells with a size suffix above 1 at 9.091%
* Total standard cell area after synthesis at 304.0 um^2
* Pre-CTS setup slack at 0.5157 ns
* Distinct cells, synth at 15
* Count of mapped cells out of synthesis at 33
* Mean post-synth cell area at 9.213 um^2
* Crit-path leading delay family: buffers and inverters
* Tally of max-capacitance violations at 0
* PnR Total Power at 0.0003445 W
* Drt initial violations at 3
* Total via count after detailed routing at 275
* # rows at 21
* Largest net degree at the start of global routing at 9
* Final tally of setup violations at 0
* Post-route setup TNS at 0 ns
* Critical hold path startpoint: count_reg[0]
* WL/cell at 8.767 um
* Synth warnings at 1
* Required time reported for the critical path endpoint at 1.44 ns
* Final Worst Setup Slack at 0.2697 ns
* Post-DRT Antenna Nets at 0
* Arrival time reported for the critical path endpoint at 1.17 ns
* Share of the core filled by cells before placement at 8.901%
* Root buf cell: clkbuf_4
* Standard cell core area at 0.003416 mm^2
* Yosys chip area at 304.0 um^2
* Initial antenna violation count at 0
* ANT cells at 0
* Period Utilization, post-route at 85.02%
* Clock Skew at 0.001772 ns
* Unrepaired setup endpoints after global routing: no
* Kind of start point of the critical path: flip-flop
* Largest driver fanout on the critical path at 5
* DRC violation count after routing at 0
* Startpoint-to-endpoint class of the critical path: flip-flop to primary output
* Peak supply drop at 0.0004753 V
* Number of post-CTS setup repair buffers at 0
* Proportion of synthesized chip area in sequential cells at 52.67%
* Deepest clock path buffer count at 2
* Count of input and output buffers at 9
* Number of buffers inserted during clock tree synthesis at 3
* Number of ports placed on the die boundary at 18
* Slowest cell on crit path: clkdlybuf4s50_1
* Count of final max-slew check failures at 0
* Insertion delay of the later-clocked pin in the worst-skew pair at 0.25 ns
* Number of cell instances after yosys synthesis at 33
* Cells taking the most area after synthesis: dfxtp_1 (53%), or3_1 (6.2%), xnor2_1 (5.8%), a21oi_1 (4.9%), o21ai_0 (4.9%)
* CP Cell Sequence: clkdlybuf4s50_1
* Number of synthesized register bits at 8
* Area added between synthesis and finish at 54.73%
* CTS clk-pin slew, worst paths at 0.05 ns
* Static Leakage at 0.1478 nW
* Startpoint of the worst-slack reg-to-reg timing path: count_reg[0]
## through the flow
stage	instances	util (%)
finish	90	13.77
global route	90	13.77
CTS	90	13.77
detailed placement	87	13.11
global placement	87	13.11
floorplan	33	-
## power by group
part | switching [W] | internal, W
Sequential | 0.00000639 | 0.000183
Combinational | 0.00000745 | 0.0000162
Clock | 0.0000553 | 0.0000759
## worst paths after layout
check | slack [ns] | to | cells past startpoint
setup / recovery | 0.27 | count[4] | 1
hold / removal | 0.47 | count_reg[0] | 1
setup reg to reg | 0.50 | count_reg[6] | 4
hold reg to reg | 0.47 | count_reg[0] | 1
## cell usage in the layout (no fill, tap or decap)
master	instances
clkbuf_4	3
nand2_1	1
and3_2	1
or3_1	3
a21oi_1	3
xnor2_1	2
xor2_1	1
o21ai_0	3
nor2b_1	1
nand3_1	2
nor2_1	4
ha_1	1
dfxtp_1	8
inv_1	1
nand4_1	1
clkdlybuf4s50_1	9
## area by class of cell
| class | count | area [um^2] |
|---|---|---|
| repair buffers | 9 | 90.09 |
| multi-input cells | 23 | 136.4 |
| well taps | 46 | 57.56 |
| fillers | 404 | 2945 |
| flip-flops and latches | 8 | 160.2 |
| clock buffers | 3 | 22.52 |
| inverters | 1 | 3.754 |
## cell families (layout without fill, tap and decap cells)
| kind of cell | count (synthesis) | after routing | share of synthesized area [%] |
|---|---|---|---|
| DFF | 8 | 8 | 52.67 |
| AOI/OAI and AO/OA | 6 | 6 | 9.874 |
| xor gates and xnor gates | 3 | 3 | 8.644 |
| buffers and inverters | 2 | 13 | 2.467 |
| and+or+nand+nor | 13 | 13 | 22.22 |
| adders and majority gates | 1 | 1 | 4.115 |
## synth_stat cells
cell type / n
dfxtp_1: 8
ha_1: 1
o21ai_0: 3
or3_1: 3
a21oi_1: 3
xnor2_1: 2
nand3_1: 2
and3_2: 1
clkbuf_1: 1
xor2_1: 1
nand4_1: 1
nor2b_1: 1
nor2_1: 4
nand2_1: 1
inv_1: 1
## per-layer routing
metal	vias to the layer above	wire (um)	GRT usage, %
met4	0	12	0.5282
li1	139	-	-
met5	-	0	0
met2	17	244	2.970
met1	117	370	3.425
met3	2	161	3.182
No activity file was given, so power comes from the tool's default toggle rates.
