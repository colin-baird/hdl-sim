<file path="/design/flow/design.v">
module alu (
    input wire [7:0] a,
    input wire [7:0] b,
    input [2:0] op,            
    output wire [7:0] result,
    output zero                
);
    wire [7:0] sum, diff, and_result;
    assign sum = a + b;
    assign diff = a - b;
    assign and_result = a & b;
    assign result = (op == 3'd0) ? sum :
                    (op == 3'd1) ? diff :
                    (op == 3'd2) ? (a | b) :
                    (op == 3'd3) ? (a ^ b) :
                    (op == 3'd4) ? and_result :
                    (op == 3'd5) ? (a << 1) :
                    (op == 3'd6) ? (a >> 1) :
                    8'b00000000;
    assign zero = (result == 8'd0) ? 1'b1 : 1'b0;
    wire [7:0] alu_out_wire;
    assign alu_out_wire = result;
endmodule
</file>
<file path="/design/flow/run.sh">
#!/bin/bash
# OpenROAD 26Q1-2900-gdf79404cd8, Yosys 0.63+post, stock flow scripts
make -C /OpenROAD-flow-scripts/flow DESIGN_CONFIG=/design/flow/config.mk WORK_HOME=/design/flow/orfs finish
</file>
<file path="/design/flow/config.mk">
export PLATFORM = sky130hd
export DESIGN_NAME = alu
export DESIGN_NICKNAME = alu
export VERILOG_FILES = /design/flow/design.v
export SDC_FILE = /design/flow/constraint.sdc
export NUM_CORES = 4
export LEC_CHECK = 1
export CORE_AREA = 10 10 77 77
export DIE_AREA = 0 0 87 87
</file>
<file path="/design/flow/constraint.sdc">
current_design alu

set clk_period 5.8
set clk_io_pct 0.2

create_clock -name clk0 -period $clk_period

set non_clock_inputs [all_inputs -no_clocks]
set_input_delay [expr $clk_period * $clk_io_pct] -clock clk0 $non_clock_inputs
set_output_delay [expr $clk_period * $clk_io_pct] -clock clk0 [all_outputs]
</file>
==> results.json <==
{
  "outcome": "complete, no violations",
  "critPathKind": "in -> out",
  "tool_warnings": 48,
  "grt_pass1_vias": 1284,
  "track_usage": 0.0978,
  "vias": 1390,
  "synthCells": 181,
  "finalCriticalPeriod_ns": 5.61,
  "finalSetupTns_ns": 0,
  "syn2layout_area_growth_pct": 22.7,
  "pre_cts_ws_ns": 0.182,
  "yosysTopAreaCell": "ha_1",
  "port_buffers": 28,
  "arrival_ns": 4.45,
  "synth_seq_share": 0,
  "cpPeakStageDelay_ns": 0.57,
  "drtPass1Iterations": 5,
  "hold_depth": 4,
  "ir_worst_vdd_mv": 0.0308,
  "setup_viol": 0,
  "endpoint_kind": "output pin",
  "syn_area_um2": 1360,
  "ant_nets": 0,
  "min-delay-start": "a[1]",
  "common_cells": "24 x ha_1, 21 x inv_1, 10 x nor2_1",
  "drt_iter0_markers": 73,
  "ys_area_um2": 1360,
  "grt_max_degree": 17,
  "fin_ws_ns": 0.189,
  "std_cell_rows": 24,
  "post-synth-top-count-cell": "ha_1",
  "wl_mm": 3.86,
  "worst-path-max-fanout": 11,
  "path_cells": "clkdlybuf4s50_1 > inv_1 > ha_1 > and2b_2 > nor3_1 > xor2_1 > a221o_1 > or4b_1 > nor4_2 > clkdlybuf4s50_1",
  "p_per_area_nw_per_um2": 86.4,
  "power.leakage_uw": 0.000747,
  "cp_data_required_time_ns": 4.64,
  "critPathTopFamily": "simple AND/OR/NAND/NOR gates",
  "slew_viol_final": 0,
  "core_area_um2": 4350,
  "drv_cap": 0,
  "wl_per_cell_um": 15.1,
  "gp_congestion": 0.917,
  "yosys_warnings": 0,
  "yosysUniqueCellTypes": 54,
  "slowest_stage": "or4b_1",
  "die-area_um2": 7570,
  "fp.dieW_um": 87,
  "antenna_found_initial": 0,
  "ios": 28,
  "grt_pass1_wl_mm": 6.27,
  "fp.dieH_um": 87,
  "drc": 0,
  "hpwl_mm": 3.20,
  "avgViaCountPerCell": 5.45,
  "hold_ws_ns": 3.52,
  "ys_cells": 181,
  "cts_resized": 0,
  "overflow": 0,
  "holdBufCountCts": 0,
  "hold_viol": 0,
  "rsz0062_at_grt": "false",
  "holdCritPathClass": "in -> out",
  "ff_count": 0,
  "drive_gt1_frac": 0.0936,
  "fp_util": 0.311,
  "worstMarginPinSlew_ns": 0.588,
  "max_freq_mhz": 178,
  "antennaDiodeCount": 0,
  "top_cell_area_share": 0.221,
  "nClkBuffers": 0,
  "syn_area_per_cell_um2": 7.49,
  "relSlewSlack": 0.598,
  "period_used_share": 0.967,
  "flop_area_um2": 0,
  "path_common_cell": "clkdlybuf4s50_1",
  "cp-start-kind": "primary input",
  "cts_setup_buffers": 0,
  "crit_buf_inv": 3,
  "hold_end": "result[0]",
  "synthTopCellsByArea": "ha_1 22%, inv_1 5.8%, mux2_2 5.0%"
}
==> worst max-delay path by stage <==
stage | startpoint | slack, ns | to | depth (start not counted)
6_report | a[3] | 0.19 | zero | 10
5_1_grt | a[3] | 0.03 | zero | 10
4_1_cts | a[3] | 0.19 | zero | 10
==> cell usage in the layout, fill, tap and decap left out, types with 2 or more instances in the layout <==
master           Yosys  layout
clkdlybuf4s50_1      0      28
ha_1                24      24
inv_1               21      21
nor2_1              10      10
nand2_1              8       8
nor2b_1              8       8
nand2b_1             8       8
a21oi_1              8       8
o21ai_0              7       7
mux2_2               6       6
a22oi_1              5       5
a21o_1               4       4
nor3_1               4       4
mux2i_1              4       4
o22ai_1              4       4
buf_4                1       4
a311oi_1             3       3
or2_2                3       3
xor2_1               3       3
a31oi_1              2       2
a211oi_1             2       2
a2111oi_0            2       2
nor4_1               2       2
o31ai_1              2       2
o211ai_1             2       2
nor3b_1              2       2
fa_1                 2       2
==> power breakdown <==
part           internal (µW)  total, µW  switching [µW]  leakage (µW)
clock                      0          0               0             0
sequential                 0          0               0             0
combinational           72.3        144            71.4      0.000747
total                   72.3        144            71.4      0.000747
==> final cells by class <==
class | count | area, µm²
multi-input combinational | 150 | 1210
timing repair buffer | 32 | 310
inverter | 21 | 78.8
tap | 52 | 65.1
fill | 447 | 2690
==> per-layer routing <==
metal	up-vias	GRT usage	wire, µm
li1	708	-	-
met1	645	0.151	1940
met2	33	0.141	1590
met3	4	0.0160	278
met4	0	0.0133	50
met5	-	0	0
==> metrics by stage <==
step                      utilization  total power, µW  area (µm²)  instances
after floorplan                     -             90.5        1360        181
after global placement          0.382              143        1660        255
after detailed placement        0.382              143        1660        255
after CTS                       0.382              144        1660        255
after global routing            0.382              159        1660        255
final                           0.382              144        1660        255
==> logic make-up after synthesis <==
logic type,after synthesis,synth area share
xor gates and xnor gates,4,0.0258
muxes,10,0.0793
buffers and inverters,31,0.108
AOI/OAI and AO/OA,56,0.307
adders and majority gates,26,0.251
and+or+nand+nor,54,0.229
Power is estimated from default activity; no workload was simulated.
