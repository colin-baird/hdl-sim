## flow/run.sh

```bash
#!/bin/bash
# OpenROAD 26Q1-2900-gdf79404cd8, Yosys 0.63+post, stock flow scripts
make -C /OpenROAD-flow-scripts/flow DESIGN_CONFIG=/design/flow/config.mk WORK_HOME=/design/flow/orfs finish
```

## flow/constraint.sdc

```tcl
current_design register

set clk_period 1.0
set clk_io_pct 0.2

create_clock -name clk0 -period $clk_period [get_ports {clk}]

set non_clock_inputs [all_inputs -no_clocks]
set_input_delay [expr $clk_period * $clk_io_pct] -clock clk0 $non_clock_inputs
set_output_delay [expr $clk_period * $clk_io_pct] -clock clk0 [all_outputs]
```

## flow/design.v

```verilog
module register (
    input clk,
    input rst,
    input [7:0] d,
    output [7:0] q
);
    reg [7:0] q_reg;
    assign q = q_reg;
    always @(posedge clk) q_reg <= rst ? 8'd0 : d;
endmodule
```

## flow/config.mk

```make
export PLATFORM = sky130hd
export DESIGN_NAME = register
export DESIGN_NICKNAME = register
export VERILOG_FILES = /design/flow/design.v
export SDC_FILE = /design/flow/constraint.sdc
export NUM_CORES = 4
export LEC_CHECK = 1
export CORE_AREA = 10 10 70 70
export DIE_AREA = 0 0 80 80
```

==> results.txt <==
Flow results follow.

Per the OpenROAD floorplan log, the area of the die is approximately 6400 um2. For this run, the number of standard cells in the final layout without fillers is ~82. The count of instantiated cells in the yosys netlist is 16. The floorplan step set the die height to around 80 um.

The final critical-path share of the clock period is a little over nine tenths. On the worst path, the slowest cell contributes a delay of approximately 0.29 ns. Along the critical path, the tally of buffer and inverter instances is 1. The number of instances in the placed design is 79. The xor/xnor cell area share of the yosys netlist is 0%.

The H-tree depth is 1. The synthesis warning total is 1. The smallest clock period supported by the final layout is computed as between 0.9 and 1 ns. The CTS report gives the tree buffer count as 3. The routed wirelength on the met1 layer is recorded as about 220 um. The clock tree from TritonCTS is done. The most critical min-delay path falls under in2reg.

Per the breakdown, switching nets consume between 15 and 20% of all power. Port buffering added 17 buffers. The via count of the first global-routing pass is 195. Per the run summary, max-cap violations total 0. In the floorplan report the effective utilization is 6.15%. The number of antenna diodes in the final layout is 0.

The post-synthesis cell count is 16. In the routed design, unresolved DRC markers number 0. The area fraction in compound gates after synthesis is 0%. After floorplanning, the core was sized to cover roughly 3400 um2. The kind of start point of the critical path is a register. The count of final hold-check violations is 0.

Per the STA report, the cell with the highest stage delay on the worst path is sky130_fd_sc_hd__dfxtp_1. The critical path depth is 1. The clock net sink count is 8. The average cell area after synthesis is ~13 um2.

Of the cells placed in the final design, the portion with a size suffix greater than 1 is between 10% and 20%. The layout overhead on the synthesized area is 117%. Timing would allow up to 1.03 GHz.

The number of post-CTS setup repair buffers is 0. Setup repair after global routing left no endpoint under its margin. The family of cells with the greatest summed delay on the critical path is flip-flops. The first global-routing pass estimated around 970 um of wire. The post-synthesis instance area is 210 um2.

The slew at the pin with the worst max-slew slack is around 0.27 ns. Per the GRT congestion report, total overflow comes to 0. Setup slack closes at 0.0290 ns. The final antenna-violating net count is 0.

The largest net degree at the start of global routing is 9. The width of the die is roughly 80 um. Per STA, the worst path is made up of dlygate4sd2_1. The first-pass detailed-route iteration total is 1. The final standard cell area without fillers is about 460 um2.

For this block, the routed nets add up to between 600 and 700 um of wire. STA puts the critical path data required time at ~0.80 ns. The buffer type at the clock tree root is sky130_fd_sc_hd__clkbuf_4. The number of setup violations in the final report is 0. The main combinational cell family by area after synthesis is simple AND/OR/NAND/NOR gates. The worst setup slack after placement is -0.0202 ns. The flow ran to the end, and the final reports show no timing, DRC or antenna violations. The power spent charging and discharging nets is 107 uW. In this run, the clock network consumes a little over a third of the power. The instance area at placement is 438 um2. Pins over their slew limit in the final report were tallied at 0. The number of different library cells used by synthesis comes to 2.

The tool warning count is 25. The via density per instance is between 2 and 2.5. The violation tally recorded at the end of detailed-routing iteration 0 is 0. The share of total power dissipated in combinational logic is between 10% and 20%. The source of the critical timing path is q_reg[4]. According to the floorplan log, the row count is 21.

The average wire per standard cell is between 8 and 9 um. The capturing instance or port of the critical path is q[4]. The relative max-transition margin is between 80 and 90%. STA puts the critical path data arrival time at 0.77 ns. The critical path is of the reg2out type. Per the power-grid run, VDD falls by no more than 0.230 mV. The kind of end point of the critical path is a primary output. The highest layer used for signal routing is met4.

Of the total synthesized cell area, the portion taken by full adders, half adders and majority gates is 0%. In the CTS report, the clock slew at the register clock pins of the worst setup and hold paths is listed as 0.05 ns. The top-level I/O count is 18. The cell-mix breakdown from Yosys lists the simple-gate area share as around a quarter.

The final weighted congestion in routability-driven placement is ~0.70. The initial antenna violation count is 0. The sequential power share is a little over half. For this block, the via count after detailed routing is ~170. The analysis attributes to cell leakage a power of 0.181 nW. The power density over the cells is 1390 nW/um2. The register with the most flip-flops in the layout has 8 of them. The overall routing resource usage is under 10%. The synthesis-stage register bit count is 8. The internal power contribution is about 530 uW. The share of synthesized area spent on multiplexers is 0%. After synthesis, the chip area reported by Yosys is roughly 210 um2. The met2 wirelength from detailed routing is 446 um. Looking at the critical path, the highest net fanout was 1. In the detailed route, the total length drawn on met3 is roughly 16 um.

In the Yosys report, the sequential cells make up around 76% of the chip area. The number of buffers on the longest clock path is 2.
-- final cells by class --
| cell class | instances | area (um2) |
|---|---|---|
| clock buffers | 3 | 22.5 |
| fillers | 398 | 2960 |
| multi-input cells | 8 | 50.0 |
| repair buffers | 17 | 164 |
| flip-flops and latches | 8 | 163 |
| well taps | 46 | 57.6 |
-- cell families after synthesis --
group,count (synthesis)
simple gates,8
flops,8
-- worst min path at each step --
stage	to	startpoint	cells after the start
CTS	q_reg[1]	d[1]	2
global route	q_reg[1]	d[1]	2
finish	q_reg[3]	d[3]	2
-- cell usage after synthesis (all sizes together) --
cell   count  area, um2
dfxtp      8        160
nor2b      8       50.1
-- routing by layer --
layer	track usage, %	vias to the layer above
met5	0	-
met4	1.06	0
met1	1.68	76
met3	0.568	2
li1	-	89
met2	4.01	6
-- what timing repair did --
action                     4_1_cts  5_1_grt
gates resized                    8        5
hold endpoints to repair         0        0
hold buffers                     0        0
setup endpoints to repair        8        3
-- per-stage QoR --
step                utilization (%)  hold WS (ns)  TNS [ns]  power [mW]
finish                         13.4         0.513         0       0.636
global route                   13.4         0.499         0       0.669
global placement               12.8         0.766  -0.00233       0.428
CTS                            13.2         0.506         0       0.646
floorplan                         -         0.272         0       0.353
detailed placement             12.8         0.767    -0.111       0.428
-- placed cells by master (no fill, tap or decap) --
cell type and instances:
sky130_fd_sc_hd__clkdlybuf4s50_1 9, sky130_fd_sc_hd__dlygate4sd2_1 5, sky130_fd_sc_hd__clkbuf_4 3, sky130_fd_sc_hd__dfxtp_2 2
sky130_fd_sc_hd__nor2b_1 8, sky130_fd_sc_hd__clkdlybuf4s15_1 3, sky130_fd_sc_hd__dfxtp_1 6
-- power groups by stage --
stage	Sequential (mW)	Combinational, mW	Clock, mW
after CTS	0.341	0.0696	0.235
after global routing	0.343	0.0749	0.251
final	0.342	0.0692	0.225
Power is estimated from default activity; no workload was simulated.
